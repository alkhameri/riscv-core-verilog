==> /design/flow/design.v <==
module RegisterFile(
    input clk,
    input rst,
    input RegWrite,
    input [4:0] Rd, Rs1, Rs2,
    input [31:0] WriteData,
    output [31:0] ReadData1, ReadData2
);
    reg [31:0] registers [0:31];
    integer i;  
    initial begin
        for (i = 0; i < 32; i = i + 1) begin 
            registers[i] = 32'b0;
        end
    end
    always @(posedge clk or posedge rst) begin
        if (rst) begin
            for (i = 0; i < 32; i = i + 1) begin
                registers[i] <= 32'b0;
            end
        end else if (RegWrite && (Rd != 5'b0)) begin
            registers[Rd] <= WriteData;
        end
    end
    assign ReadData1 = (Rs1 == 5'b0) ? 32'b0 : registers[Rs1];
    assign ReadData2 = (Rs2 == 5'b0) ? 32'b0 : registers[Rs2];
endmodule
==> /design/flow/run.sh <==
#!/bin/bash
# OpenROAD 26Q1-2900-gdf79404cd8, Yosys 0.63+post, stock flow scripts
make -C /OpenROAD-flow-scripts/flow DESIGN_CONFIG=/design/flow/config.mk WORK_HOME=/design/flow/orfs finish
==> /design/flow/config.mk <==
export PLATFORM = sky130hd
export DESIGN_NAME = RegisterFile
export DESIGN_NICKNAME = RegisterFile
export VERILOG_FILES = /design/flow/design.v
export SDC_FILE = /design/flow/constraint.sdc
export NUM_CORES = 4
export LEC_CHECK = 1
export CORE_UTILIZATION = 40
==> /design/flow/constraint.sdc <==
current_design RegisterFile

set clk_period 6.4
set clk_io_pct 0.2

create_clock -name clk0 -period $clk_period [get_ports {clk}]

set non_clock_inputs [all_inputs -no_clocks]
set_input_delay [expr $clk_period * $clk_io_pct] -clock clk0 $non_clock_inputs
set_output_delay [expr $clk_period * $clk_io_pct] -clock clk0 [all_outputs]
==> flow_metrics.py <==
# Metrics from the implementation run
metrics = {
    "setup_path": {
        "reg2reg_from": "registers[2][26]",
        "critPathTopFamily": "simple AND/OR/NAND/NOR gates",
        "crit_arrival_ns": 5.06,
        "path_cells": "buf_2, nor3b_2, and2_1, buf_12, a22oi_1, and4_1, a41oi_1, clkdlybuf4s50_1",
        "crit_buf_inv": 3,
        "crit_type": "primary input to output port",
        "critPathCaptureType": "output port",
        "slowest_stage": "and2_1",
        "cp-start-kind": "primary input",
        "startpoint": "Rs2[2]",
        "critPathMaxFanout": 12,
        "crit_path_max_incr_delay_ns": 0.90,
        "cp.required_ns": 5.12,
    },
    "timing": {
        "clock_skew_ns": 0,
        "hold_ws_ns": 0.510,
        "slew_headroom_pct": 28.5,
        "setup_viol": 0,
        "tightest_slew_ns": 1.07,
        "max_freq_mhz": 158,
        "setup_ws_ns": 0.0583,
        "fin_crit_ns": 6.34,
        "hold_viol": 0,
        "rsz0062_at_grt": "no",
        "finalCritPeriodShare_pct": 99.1,
        "drv_slew": 0,
        "tns_ns": 0,
    },
    "power": {
        "ir_worst_vdd_mv": 0.290,
        "p_per_area_nw_per_um2": 307,
        "p_total_mw": 18.6,
        "leakage_nw": 26.3,
    },
    "layout": {
        "area.growth.synth_to_final_pct": 17.1,
        "reg_top3": "registers x992",
        "nFillCells": 11600,
        "largest_reg_flops": 992,
        "comb_area_sq_um": 25200,
        "register_area_sq_um": 24800,
        "drive_gt1_share_pct": 34.8,
        "final_cell_mix": "993 x mux2_2, 992 x dfrtp_1, 596 x nand3_1, 356 x a22oi_1, 328 x buf_4",
        "final_common_cell": "mux2_2",
        "largest_register": "registers",
    },
    "synthesis": {
        "ys_chip_area_sq_um": 51700,
        "ys_seq_share_pct": 48.0,
        "numSynthFlops": 992,
        "ys_sh_mux_pct": 21.8,
        "ys_types": 73,
        "area_leaders": "dfrtp_1 48%, mux2_2 22%, nand3_1 5.8%, a22oi_1 5.2%, and3_1 2.8%",
        "xor_share_pct": 0,
        "synth.comb.largest_family": "multiplexers",
        "async_reset_ff_share_pct": 100,
        "synth-simple-area-share_pct": 15.0,
        "top_area_cell": "dfrtp_1",
        "yosys_warnings": 2,
        "syn_area_per_cell_sq_um": 11.1,
        "yosysTopAreaCellShare_pct": 48.0,
        "synth_adder_area_share_pct": 0,
        "yosys_most_used_dff": "dfrtp_1",
        "post_synth_ao_oa_area_fraction_pct": 11.0,
        "synth-edff-count": 0,
        "synth_stat.cells": 4649,
        "synth_area_sq_um": 51700,
        "synthCells": 4649,
    },
    "global_routing": {
        "grt_pass1_wl_mm": 392,
        "grt_max_degree": 123,
        "grtUsageTotal_pct": 45.7,
        "antenna_found_initial": 30,
        "grt_pass1_vias": 46200,
        "grt.overflow.total": 0,
    },
    "drt": {
        "drcViolationCount": 0,
        "dr.pass1.iters": 10,
        "routed_wl_mm": 288,
        "wire_per_inst_um": 44.2,
        "vias_per_cell": 7.31,
        "vias": 47700,
        "first_iter_violations": 6069,
        "antenna_left": 0,
    },
    "status": {
        "run_status": "complete, no violations",
    },
    "clock_tree": {
        "cts-root-buf": "clkbuf_16",
        "cts_buffer_depth": 3,
        "cts_tree": "done",
        "clock_latency_ns": 0.76,
        "cts_setup_buffers": 0,
        "cts_sinks": 992,
        "postCtsHoldBufs": 0,
        "htreeDepth": 3,
        "numCtsBuffers": 112,
        "postCtsResizedCells": 0,
        "path_clk_slew_ns": 0.07,
    },
    "worst_hold_path": {
        "hp-class": "flop to flop",
        "min_from": "registers[5][11]",
    },
    "run": {
        "cap_viol_max_count": 0,
        "tool_warnings": 54,
    },
    "die": {
        "num_rows": 131,
        "core_area_sq_um": 128000,
        "die_w_um": 362,
        "die-area_sq_um": 131000,
        "num_io_pins": 114,
        "dieHeight_um": 362,
        "initCoreUtil_pct": 40.4,
    },
    "place": {
        "port_buffers": 113,
        "dp_hpwl_mm": 183,
        "dp_slack_ns": 0.370,
        "gp_congestion": 1.09,
    },
}
[layout make-up]
class	count	area share, %
clock inverter	62	1.37
multi-input combinational	3133	41.6
inverter	20	0.130
tap	1662	3.43
timing repair buffer	478	7.13
clock buffer	149	5.24
sequential	992	41.0
antenna	29	0.120
[final timing paths]
kind                                      to  slack, ns  cells after the start
setup / recovery               ReadData2[31]       0.06                      8
hold / removal              registers[5][11]       0.51                      1
setup reg to reg            registers[2][26]       5.47                      1
hold reg to reg             registers[5][11]       0.51                      1
max in group asynchronous  registers[20][21]       3.73                      5
min in group asynchronous  registers[25][17]       1.07                      3
[stage by stage]
| stage | util [%] | cells | cell area, sq um |
|---|---|---|---|
| finish | 47.4 | 6525 | 60600 |
| global route | 47.3 | 6500 | 60500 |
| CTS | 47.3 | 6496 | 60500 |
| detailed placement | 44.2 | 6285 | 56500 |
| global placement | 44.2 | 6285 | 56500 |
| floorplan | - | 4649 | 51700 |
[logic make-up after synthesis]
logic type / count (synthesis)
AOI/OAI and AO/OA: 749
muxes: 1000
buffers and inverters: 524
and+or+nand+nor: 1384
DFF: 992
[routing by layer]
layer | routed length, um | global-route usage (%) | vias to the layer above
met5 | 531 | 1.63 | -
met4 | 24900 | 29.1 | 38
met3 | 48200 | 28.3 | 1422
met2 | 112000 | 58.4 | 4256
met1 | 103000 | 57.8 | 23900
li1 | - | - | 18100
[synthesized netlist by cell type, types with 9 or more instances]
master / number
o2111ai_1: 15
nor2_1: 67
inv_1: 19
nand4_1: 184
a21oi_1: 77
nor4_1: 39
and3_1: 232
dfrtp_1: 992
o21ai_0: 18
nand3_1: 598
a221oi_1: 9
nor4bb_1: 9
nand2_1: 86
a22o_1: 45
a22oi_1: 356
and2_1: 19
and4_1: 49
nor3_1: 25
buf_2: 136
and3b_1: 9
nand2b_1: 11
a222oi_1: 33
a31oi_1: 56
o31a_1: 20
mux2_2: 993
buf_1: 70
clkbuf_1: 292
a2111oi_0: 67
[where the power goes]
part           switching (mW)  internal, mW  total [mW]
logic                    1.40          1.38        2.79
clock network            2.89          4.18        7.06
registers                1.25          7.49        8.74
total                    5.54          13.1        18.6
Power is estimated from default activity; no workload was simulated.
