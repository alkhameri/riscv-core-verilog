==> /design/flow/config.mk <==
export PLATFORM = sky130hd
export DESIGN_NAME = ALUmux
export DESIGN_NICKNAME = ALUmux
export VERILOG_FILES = /design/flow/design.v
export SDC_FILE = /design/flow/constraint.sdc
export NUM_CORES = 4
export LEC_CHECK = 1
export CORE_AREA = 10 10 70 70
export DIE_AREA = 0 0 80 80
==> /design/flow/constraint.sdc <==
current_design ALUmux

set clk_period 1.0
set clk_io_pct 0.2

create_clock -name clk0 -period $clk_period

set non_clock_inputs [all_inputs -no_clocks]
set_input_delay [expr $clk_period * $clk_io_pct] -clock clk0 $non_clock_inputs
set_output_delay [expr $clk_period * $clk_io_pct] -clock clk0 [all_outputs]
==> /design/flow/design.v <==
module ALUmux(
    input [31:0] Reg2, Imm,
    input ALUSrc,
    output [31:0] SrcB
);
assign SrcB = ALUSrc ? Imm : Reg2;
endmodule
==> /design/flow/run.sh <==
#!/bin/bash
# OpenROAD 26Q1-2900-gdf79404cd8, Yosys 0.63+post, stock flow scripts
make -C /OpenROAD-flow-scripts/flow DESIGN_CONFIG=/design/flow/config.mk WORK_HOME=/design/flow/orfs finish
==> flow_summary.rst <==
Physical design figures
=======================

.. list-table::
   :header-rows: 1

   * - Metric
     - Value
   * - Combined flip-flop and latch cell area
     - 0 um^2
   * - Yosys chip area
     - 544 um^2
   * - Met3 Routed Length
     - 332 um
   * - Number of filler cells placed in the layout
     - 362
   * - Placeable core region
     - 3420 um^2
   * - Number of pins with negative max-slew slack in the final report
     - 0
   * - Chip Footprint
     - 6400 um^2
   * - DP Wirelength
     - 2.38 mm
   * - Sequential cell fraction of total power
     - 0%
   * - Synth Cell Area
     - 544 um^2
   * - First-pass GRT wire length
     - 3.93 mm
   * - CP startpoint kind
     - input pin
   * - Antenna Cells
     - 0
   * - Combinational Power Share
     - 100.0%
   * - Minimum period implied by the final worst setup slack
     - 1.16 ns
   * - Switch Pwr
     - 129 uW
   * - Starting utilization of the core area
     - 15.9%
   * - Critical Path End Type
     - output pin
   * - Req. time, crit path
     - 0.80 ns
   * - Overall power consumption
     - 596 uW
   * - Die X-Extent
     - 80 um
   * - Global-route congestion overflow total
     - 0
   * - Routed wire length
     - 2.66 mm
   * - Run status
     - complete, but fails checks
   * - P_leak
     - 0.000842 uW
   * - Initial antenna violation count
     - 0
   * - WL/cell
     - 14.7 um
   * - # hold bufs at CTS
     - 0
   * - Count of port buffers added during placement
     - 97
   * - Layout sequential cell count
     - 0
   * - Register share after synthesis
     - 0%
   * - Number of remaining DRC errors
     - 0
   * - Clock network fraction of total power
     - 0%
   * - Largest fanout on the critical path
     - 4
   * - Fraction of final layout cells with drive strength greater than 1
     - 52.6%
   * - Wire length on met2
     - 1.32 mm
   * - Stage-log warning count
     - 34
   * - Sum of routed wire segments on met1
     - 1.00 mm
   * - PwrDens
     - 389 nW/um^2
   * - Number of global-route vias before repair
     - 726
   * - Setup slack of the critical path after layout
     - -0.164 ns
   * - Yosys stat cell total
     - 36
   * - Highest clock frequency the design can meet
     - 0.859 GHz
   * - Uppermost metal layer occupied by signal nets
     - met3
   * - Area growth, synth to finish
     - 182%
   * - Mean area per synthesized cell
     - 15.1 um^2
   * - Max-cap check violation count
     - 0
   * - Count of mapped cells out of synthesis
     - 36
   * - Tally of nets with antenna violations remaining after routing
     - 0
   * - Library cells used by synthesis
     - 4
   * - Share of the clock period used by the worst path
     - 116%
   * - Path type of the worst setup path
     - input pin to output pin
   * - Setup violations, final
     - 32
   * - Worst slack, placed
     - -0.496 ns
   * - Number of standard-cell rows in the floorplan
     - 21
   * - Number of vias per cell
     - 3.77
   * - Initial DRC count
     - 1
   * - Most area-hungry cell type in the Yosys netlist
     - sky130_fd_sc_hd__mux2_4
   * - Final Core Density
     - 44.9%
   * - Clock buffer count in the final layout
     - 0
   * - Share of total power consumed by net switching
     - 21.7%
   * - Data arrival, critical path
     - 0.96 ns
   * - Vias
     - 683
   * - Top cell area share
     - 82.8%
   * - Top cells by area, synth
     - sky130_fd_sc_hd__mux2_4, sky130_fd_sc_hd__buf_12, sky130_fd_sc_hd__mux2_2
   * - Violated checks
     - negative setup slack
   * - Number of detailed-route iterations in the first pass
     - 2
   * - Worst relative slew slack
     - 92.7%
   * - Cell-internal power
     - 467 uW
   * - Logic area
     - 480 um^2
   * - Slew at the pin closest to its max-slew limit
     - 0.109 ns
   * - Kind of path behind the tightest hold check
     - input pin to output pin
   * - Overall die height
     - 80 um
   * - Number of hold-slack violations in the final timing report
     - 0
   * - Ports
     - 97
   * - Largest net degree at the start of global routing
     - 12
   * - Synthesis warning total
     - 0
   * - Setup repair after global routing missed its margin
     - yes
   * - Maximum VDD drop
     - 0.160 mV
   * - Final weighted congestion of routability-driven global placement
     - 0.755
   * - GRT Util Overall
     - 7.50%
-- per-stage QoR --
| step | setup TNS [ns] | hold WS [ns] | cell area, um^2 | instances |
|---|---|---|---|---|
| 6_report | -2.99 | 0.695 | 1530 | 181 |
| 5_1_grt | -3.60 | 0.715 | 1530 | 181 |
| 4_1_cts | -3.30 | 0.800 | 1490 | 181 |
| 3_5_place_dp | -15.37 | 1.35 | 1520 | 177 |
| 3_3_place_gp | -15.28 | 1.35 | 1520 | 177 |
| 2_1_floorplan | 0 | 0.498 | 544 | 36 |
-- final cells by class --
type                       count  area share, %
timing repair buffer         103           64.9
multi-input combinational     32           31.3
tap                           46           3.76
-- synth_stat cells, drive strengths merged --
| cell type | count |
|---|---|
| buf | 4 |
| mux2 | 32 |
-- worst max-delay path, stage by stage --
cell	delay, ns
sky130_fd_sc_hd__buf_12	0.11
sky130_fd_sc_hd__buf_12	0.12
sky130_fd_sc_hd__buf_8	0.12
sky130_fd_sc_hd__mux2_4	0.29
sky130_fd_sc_hd__buf_6	0.11
-- cell usage in the layout, fill, tap and decap left out --
cell,Yosys,final
sky130_fd_sc_hd__buf_2,0,10
sky130_fd_sc_hd__dlygate4sd2_1,0,58
sky130_fd_sc_hd__buf_6,1,23
sky130_fd_sc_hd__buf_12,3,2
sky130_fd_sc_hd__clkdlybuf4s50_1,0,4
sky130_fd_sc_hd__mux2_4,30,32
sky130_fd_sc_hd__buf_16,0,1
sky130_fd_sc_hd__buf_8,0,3
sky130_fd_sc_hd__dlymetal6s2s_1,0,2
-- logic make-up (layout without fill, tap and decap cells) --
logic type,Yosys count,count (layout),synth area share [%]
multiplexers,32,32,86.9
buffers and inverters,4,103,13.1
-- per-layer routing --
metal / track usage [%] / vias up
li1: - / 337
met1: 8.57 / 295
met2: 13.6 / 51
met3: 2.84 / 0
met4: 0 / 0
met5: 0 / -
-- power by group through the flow --
stage	Combinational (uW)	Clock (uW)	Sequential (uW)
after CTS	584	0	0
after global routing	641	0	0
final	596	0	0
-- final timing paths --
path	start	endpoint	depth (start not counted)
hold / removal	Imm[29]	SrcB[29]	3
setup / recovery	ALUSrc	SrcB[12]	5
-- what timing repair did --
item	CTS	global route
cloned	1	0
pin swaps	0	0
setup endpoints to repair	32	32
resized	185	9
buffers inserted	3	0
Power and IR drop assume default switching activity.
